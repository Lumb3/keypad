===== config.mk =====
export PLATFORM = sky130hd
export DESIGN_NAME = Project
export DESIGN_NICKNAME = Project
export VERILOG_FILES = /design/flow/design.v
export SDC_FILE = /design/flow/constraint.sdc
export NUM_CORES = 4
export LEC_CHECK = 1
export CORE_UTILIZATION = 40

===== constraint.sdc =====
current_design Project

set clk_period 5.1
set clk_io_pct 0.2

create_clock -name clk0 -period $clk_period [get_ports {CLK}]

set non_clock_inputs [all_inputs -no_clocks]
set_input_delay [expr $clk_period * $clk_io_pct] -clock clk0 $non_clock_inputs
set_output_delay [expr $clk_period * $clk_io_pct] -clock clk0 [all_outputs]

===== design.v =====
module Project #(
    parameter CLK_FREQ_HZ = 50_000_000,
    parameter SCAN_RATE   = 1000
)(
    input  wire        CLK,
    input  wire        RST_N,           
    input  wire [3:0]  ROWS,            
    output reg  [3:0]  COLS,            
    output reg  [7:0]  HEX0,            
    output reg  [9:0]  LEDS,            
    output reg  [7:0]  DBG,             
    output reg         p1,
    output reg         p2
);
    localparam integer COUNT_MAX = CLK_FREQ_HZ / SCAN_RATE;
    reg [$clog2(COUNT_MAX)-1:0] clk_cnt = 0;
    reg clk_en = 0;
    always @(posedge CLK or negedge RST_N) begin
        if (!RST_N) begin
            clk_cnt <= 0;
            clk_en  <= 0;
        end else begin
            if (clk_cnt == COUNT_MAX-1) begin
                clk_cnt <= 0;
                clk_en  <= 1;
            end else begin
                clk_cnt <= clk_cnt + 1;
                clk_en  <= 0;
            end
        end
    end
    reg [1:0] col_index = 0;
    always @(posedge CLK or negedge RST_N) begin
        if (!RST_N) begin
            col_index <= 0;
            COLS <= 4'b1110;
        end else if (clk_en) begin
            case (col_index)
                2'd0: COLS <= 4'b1110;
                2'd1: COLS <= 4'b1101;
                2'd2: COLS <= 4'b1011;
                2'd3: COLS <= 4'b0111;
            endcase
            col_index <= col_index + 1;
        end
    end
    reg [3:0] key_value = 4'hF;
    reg key_pressed = 0;
    reg [3:0] prev_rows = 4'b1111;
    reg [15:0] debounce_timer = 0;
    reg key_ready = 1;
    always @(posedge CLK or negedge RST_N) begin
        if (!RST_N) begin
            key_value <= 4'hF;
            key_pressed <= 0;
            prev_rows <= 4'b1111;
            debounce_timer <= 0;
            key_ready <= 1;
        end else if (clk_en) begin
            key_pressed <= 0;
            if (key_ready) begin
                if (ROWS != 4'b1111 && prev_rows == 4'b1111) begin
                    case ({COLS, ROWS})
                        8'b1110_1110: begin key_value <= 4'd1; key_pressed <= 1; end
                        8'b1110_1101: begin key_value <= 4'd4; key_pressed <= 1; end
                        8'b1110_1011: begin key_value <= 4'd7; key_pressed <= 1; end
                        8'b1110_0111: begin key_value <= 4'hE; key_pressed <= 1; end   
                        8'b1101_1110: begin key_value <= 4'd2; key_pressed <= 1; end
                        8'b1101_1101: begin key_value <= 4'd5; key_pressed <= 1; end
                        8'b1101_1011: begin key_value <= 4'd8; key_pressed <= 1; end
                        8'b1101_0111: begin key_value <= 4'd0; key_pressed <= 1; end
                        8'b1011_1110: begin key_value <= 4'd3; key_pressed <= 1; end
                        8'b1011_1101: begin key_value <= 4'd6; key_pressed <= 1; end
                        8'b1011_1011: begin key_value <= 4'd9; key_pressed <= 1; end
                        8'b1011_0111: begin key_value <= 4'hF; key_pressed <= 1; end   
                        8'b0111_1110: begin key_value <= 4'hA; key_pressed <= 1; end
                        8'b0111_1101: begin key_value <= 4'hB; key_pressed <= 1; end
                        8'b0111_1011: begin key_value <= 4'hC; key_pressed <= 1; end
                        8'b0111_0111: begin key_value <= 4'hD; key_pressed <= 1; end
                        default: key_pressed <= 0;
                    endcase
                    key_ready <= 0;
                    debounce_timer <= 0;
                end
            end else begin
                debounce_timer <= debounce_timer + 1;
                if (debounce_timer >= 16'd1000) begin
                    key_ready <= 1;
                end
            end
            prev_rows <= ROWS;
        end
    end
    reg key_pressed_prev = 0;
    wire key_rising_edge;
    always @(posedge CLK or negedge RST_N) begin
        if (!RST_N) begin
            key_pressed_prev <= 0;
        end else begin
            key_pressed_prev <= key_pressed;
        end
    end
    assign key_rising_edge = key_pressed && !key_pressed_prev;
    reg [3:0] password [0:4];
    reg [2:0] pw_index = 0;
    reg       pw_done  = 0;
    reg [3:0] last_digit = 4'hF;
    reg       pw_match;   
    reg       compare_done;   
    localparam [3:0] STATIC_PW_0 = 4'd1;
    localparam [3:0] STATIC_PW_1 = 4'd2;
    localparam [3:0] STATIC_PW_2 = 4'd3;
    localparam [3:0] STATIC_PW_3 = 4'd4;
    localparam [3:0] STATIC_PW_4 = 4'd1;
    always @(posedge CLK or negedge RST_N) begin
        if (!RST_N) begin
            pw_index     <= 0;
            pw_done      <= 0;
            last_digit   <= 4'hF;
            pw_match     <= 0;
            compare_done <= 0;
            password[0] <= 4'hF;
            password[1] <= 4'hF;
            password[2] <= 4'hF;
            password[3] <= 4'hF;
            password[4] <= 4'hF;
        end else begin
            if (key_rising_edge) begin
                if (key_value == 4'ha) begin
                    pw_index     <= 0;
                    pw_done      <= 0;
                    last_digit   <= 4'hF;
                    pw_match     <= 0;
                    password[0] <= 4'hF;
                    password[1] <= 4'hF;
                    password[2] <= 4'hF;
                    password[3] <= 4'hF;
                    password[4] <= 4'hF;
                    compare_done <= 0;
                end else if (!pw_done) begin
                    if (key_value <= 4'd9) begin
                        password[pw_index] <= key_value;
                        last_digit <= key_value;
                        if (pw_index < 3'd5)
                            pw_index <= pw_index + 1;
                    end else if (key_value == 4'hf) begin  
                        if (pw_index == 3'd5) begin
                            pw_done <= 1;
                            pw_match <= (password[0] == STATIC_PW_0) &&
                                       (password[1] == STATIC_PW_1) &&
                                       (password[2] == STATIC_PW_2) &&
                                       (password[3] == STATIC_PW_3) &&
                                       (password[4] == STATIC_PW_4);
                            compare_done <= 1;
                        end else begin
                            pw_done <= 1;
                            pw_match <= 0;
                            compare_done <= 1;
                        end
                    end
                end
            end
        end
    end
    always @(posedge CLK or negedge RST_N) begin
        if (!RST_N) begin
            p1 <= 0;
            p2 <= 0;
        end else begin
            p1 <= compare_done && pw_match;    
            p2 <= compare_done && !pw_match;   
        end
    end
    function [6:0] bcd2seg7;
        input [3:0] bcd;
        begin
            case (bcd)
                4'd0: bcd2seg7 = 7'b1000000;
                4'd1: bcd2seg7 = 7'b1111001;
                4'd2: bcd2seg7 = 7'b0100100;
                4'd3: bcd2seg7 = 7'b0110000;
                4'd4: bcd2seg7 = 7'b0011001;
                4'd5: bcd2seg7 = 7'b0010010;
                4'd6: bcd2seg7 = 7'b0000010;
                4'd7: bcd2seg7 = 7'b1111000;
                4'd8: bcd2seg7 = 7'b0000000;
                4'd9: bcd2seg7 = 7'b0010000;
                default: bcd2seg7 = 7'b1111111;
            endcase
        end
    endfunction
    always @(*) begin
        HEX0 = {1'b1, bcd2seg7(last_digit)};    
        LEDS[9] = pw_done;                      
        LEDS[8] = compare_done;                 
        LEDS[7] = pw_match;                     
        LEDS[6:5] = pw_index[1:0];              
        LEDS[4] = key_ready;                    
        LEDS[3:0] = key_value;                  
        DBG[3:0] = last_digit;
        DBG[7:4] = {pw_done, pw_index};
    end
endmodule

===== run.sh =====
#!/bin/bash
# OpenROAD 26Q1-2900-gdf79404cd8, Yosys 0.63+post, stock flow scripts
make -C /OpenROAD-flow-scripts/flow DESIGN_CONFIG=/design/flow/config.mk WORK_HOME=/design/flow/orfs finish

==> Slide: Implementation Results <==
Implementation Results

Floorplan
  – Die span in x: 108 microns
  – Row Count: 38
  – Ports: 38
  – Die y size: 108 microns
  – Chip area: 0.0116 sq mm
  – Fp util: 41.2%
  – Core footprint: 0.0108 sq mm

STA
  – Setup tns final: 0 ns
  – RSZ-0062 raised after global routing: no
  – Setup violations, final: 0
  – Final Critical Period: 3.21 ns
  – Max transition margin: between 50% and 60%
  – Fin crit share: 62.9%
  – Worst setup margin: approximately 1.9 ns
  – Worst-Margin Slew: 0.750 ns
  – Hold_ws: between 0.4 and 0.5 ns
  – Setup Skew: just under 0.009 ns
  – Fmax: 312 MHz
  – Fin. max-slew vios: 0
  – Final number of hold-violating endpoints: 0

Yosys
  – Mean post-synth cell area: 10.0 sq um
  – Yosys stat cell total: 446
  – Flip-flops with a built-in enable: 0
  – Yosys warning total: 2
  – Post-Syn Instances: roughly 450
  – Yosys cell types: 57
  – Post-synthesis cell area: 0.00446 sq mm
  – YS chip area: ~0.0045 sq mm
  – Async SR Flop Fraction: around 100%
  – #FFs+latches synth: 82
  – Commonest flop: dfrtp_1
  – Post-synth seq share: 47.0%

Place
  – IO buf count: 36
  – Pre-CTS setup slack: approximately 2.0 ns
  – Dpl hpwl: ~5.6 mm
  – GPL Wtd Cong: 0.857

Drt
  – Via count: 3,145
  – Detailed Routing Iterations Pass 1: 4
  – N_diodes: 0
  – Wirelength, routed: 8.18 mm
  – Initial DRC count: 88
  – Via/cell ratio: between 5 and 6
  – Routed len/inst: about 13 microns
  – DRC violations left: 0
  – Antenna-violating nets left: 0

Pwr
  – Total leakage power: 2.10 nW
  – Pwr dens: 220 mW/mm^2
  – Peak supply drop: 0.167 mV

GRT
  – Total track usage: 16.2%
  – Pin count of the biggest net entering global routing: 43
  – Vias in the first global route: just over 3k
  – First-pass GRT wire length: 14.6 mm
  – Total gr overflow: 0
  – Initial antenna violation count: 0

Setup path
  – CP Class: register to output pin
  – Required time of the critical path: 4.08 ns
  – Reg2reg setup slack: 2.76 ns
  – Endpoint arrival time on the critical path: 2.19 ns
  – Critical path startpoint category: register
  – CP Max Fanout: 6
  – Crit. End Element: output pin

Clock network
  – Clock transition at path regs: 0.08 ns
  – CTS Root Cell: clkbuf_8
  – CTS tree: built
  – CTS H-tree lvls: 3
  – Clock latency on the worst-skew pair: 0.35 ns
  – Hold bufs inserted after CTS: 0
  – CTS Buf Count: 9
  – CTS Buffer Depth: 2
  – Post-cts resize count: 0
  – Clock sink count: a little over 80
  – Setup Buffers After CTS: 0

Flow run
  – Tool Warnings: 37
  – Max cap viols: 0

Cells and area
  – Top logic cell by instance count in the layout: dfrtp_1
  – Layout cell share with drive strength beyond 1: approximately 15%
  – Top Layout Cells: 46 x dfrtp_1, 43 x nor2_1, 36 x dfstp_2
  – Layout Area Growth over Synthesis: 12.8%

Min path
  – Hold WC Path Type: register to register

Run status
  – Status: complete, no violations
-- worst max-delay path, stage by stage (launching register included) --
cell	delay [ns]
dfstp_2	0.59
inv_1	0.12
ha_1	0.19
or2_2	0.26
a21oi_1	0.20
nor2_1	0.08
clkdlybuf4s50_1	0.40
-- area by class of cell --
class	instances	area, sq um
Clock inverter	4	25.0
Timing Repair Buffer	38	373
Clock buffer	12	155
Sequential cell	82	2100
Fill cell	1029	5810
Multi-Input combinational cell	311	2120
Inverter	24	90.1
Tap cell	140	175
-- where the power goes --
part / internal, mW / leakage, nW / switching (mW) / total (mW)
clock network: 0.203 / 0.0967 / 0.224 / 0.427
registers: 0.651 / 0.989 / 0 / 0.651
logic: 0.00685 / 1.01 / 0.0205 / 0.0273
-- cell usage after synthesis, drive strengths merged, types with 10 or more instances --
library cell  instances  area, sq um
dfrtp                46         1150
nor2                 43          161
dfstp                36          946
nand2                25         93.8
inv                  24         90.1
nand3                24          120
xnor2                23          201
mux2                 21          236
a21oi                20          104
buf                  19          120
o21ai                19         95.1
ha                   17          213
xor2                 11         96.3
clkbuf               10         37.5
nor2b                10         62.6
nor3                 10         55.1
-- cell families after synthesis --
group | count (synthesis) | share of synthesized area (%)
compound gates | 70 | 10.2
simple gates | 167 | 20.2
mux | 22 | 5.52
fa+ha+maj | 17 | 4.77
other cells | 1 | 0.0840
buf+inv | 53 | 5.55
xor+xnor | 34 | 6.67
flops | 82 | 47.0
-- path summary, 6_finish.rpt --
check	startpoint	end	cells after the start
worst min-delay path	key_pressed	key_pressed_prev	0
worst min register to register	key_pressed	key_pressed_prev	0
worst max register to register	key_value[1]	password[2][2]	5
worst max-delay path	last_digit[1]	HEX0[0]	6
max in group asynchronous	RST_N	COLS[3]	2
min in group asynchronous	RST_N	p1	1
-- sequential cells by signal, summed over array words and instances, names as in the netlist --
| register | flops |
|---|---|
| p2 | 1 |
| COLS | 4 |
| debounce_timer | 16 |
| key_ready | 1 |
| key_pressed_prev | 1 |
| pw_match | 1 |
| clk_en | 1 |
| key_pressed | 1 |
| password | 20 |
| pw_index | 3 |
| compare_done | 1 |
| pw_done | 1 |
| clk_cnt | 16 |
| key_value | 4 |
| col_index | 2 |
| p1 | 1 |
| last_digit | 4 |
| prev_rows | 4 |
-- through the flow --
step	utilization, %	power, mW	std cells	area [sq um]
final	46.4	1.11	611	5030
after global routing	46.4	1.16	611	5030
after CTS	46.4	1.13	611	5030
after detailed placement	44.8	0.691	595	4850
after global placement	44.8	0.691	595	4850
after floorplan	-	0.673	446	4460
-- layer usage --
metal	wire [microns]	GRT usage, %	vias to the layer above
met5	0	0	-
met4	109	1.57	0
met3	402	4.20	8
met2	3690	24.9	46
met1	3980	24.9	1512
li1	-	-	1579
Power and IR drop assume default switching activity.

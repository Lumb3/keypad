File: run.sh
#!/bin/bash
# OpenROAD 26Q1-2900-gdf79404cd8, Yosys 0.63+post, stock flow scripts
make -C /OpenROAD-flow-scripts/flow DESIGN_CONFIG=/design/flow/config.mk WORK_HOME=/design/flow/orfs finish
File: config.mk
export PLATFORM = sky130hd
export DESIGN_NAME = finalproject
export DESIGN_NICKNAME = finalproject
export VERILOG_FILES = /design/flow/design.v
export SDC_FILE = /design/flow/constraint.sdc
export NUM_CORES = 4
export LEC_CHECK = 1
export CORE_UTILIZATION = 30
File: constraint.sdc
current_design finalproject

set clk_period 9.5
set clk_io_pct 0.2

create_clock -name clk0 -period $clk_period [get_ports {CLK}]

set non_clock_inputs [all_inputs -no_clocks]
set_input_delay [expr $clk_period * $clk_io_pct] -clock clk0 $non_clock_inputs
set_output_delay [expr $clk_period * $clk_io_pct] -clock clk0 [all_outputs]
File: design.v
module finalproject #(
    parameter CLK_FREQ_HZ = 50_000_000,
    parameter SCAN_RATE   = 1000
)(
    input  wire        CLK,
    input  wire        RST_N,
    input  wire [3:0]  ROWS,
    output reg  [3:0]  COLS,
    output reg  [7:0]  HEX0,
    output reg  [7:0]  HEX1,
    output reg  [7:0]  HEX2,
    output reg  [9:0]  LEDS,
    output reg  [7:0]  DBG
);
    localparam integer COUNT_MAX = CLK_FREQ_HZ / SCAN_RATE;
    reg [$clog2(COUNT_MAX)-1:0] clk_cnt = 0;
    reg clk_en = 0;
    always @(posedge CLK or negedge RST_N) begin
        if (!RST_N) begin
            clk_cnt <= 0;
            clk_en  <= 0;
        end else begin
            if (clk_cnt == COUNT_MAX-1) begin
                clk_cnt <= 0;
                clk_en  <= 1;
            end else begin
                clk_cnt <= clk_cnt + 1;
                clk_en  <= 0;
            end
        end
    end
    reg [1:0] col_index = 0;
    always @(posedge CLK or negedge RST_N) begin
        if (!RST_N) begin
            col_index <= 0;
            COLS <= 4'b1110;
        end else if (clk_en) begin
            case (col_index)
                2'd0: COLS <= 4'b1110;
                2'd1: COLS <= 4'b1101;
                2'd2: COLS <= 4'b1011;
                2'd3: COLS <= 4'b0111;
            endcase
            col_index <= col_index + 1;
        end
    end
    reg [3:0] key_value = 4'hF;
    reg key_pressed = 0;
    reg [3:0] prev_rows = 4'b1111;
    reg [15:0] debounce_timer = 0;
    reg key_ready = 1;
    always @(posedge CLK or negedge RST_N) begin
        if (!RST_N) begin
            key_value <= 4'hF;
            key_pressed <= 0;
            prev_rows <= 4'b1111;
            debounce_timer <= 0;
            key_ready <= 1;
        end else if (clk_en) begin
            key_pressed <= 0;
            if (key_ready) begin
                if (ROWS != 4'b1111 && prev_rows == 4'b1111) begin
                    case ({COLS, ROWS})
                        8'b1110_1110: begin key_value <= 4'd1; key_pressed <= 1; end
                        8'b1110_1101: begin key_value <= 4'd4; key_pressed <= 1; end
                        8'b1110_1011: begin key_value <= 4'd7; key_pressed <= 1; end
                        8'b1110_0111: begin key_value <= 4'hE; key_pressed <= 1; end
                        8'b1101_1110: begin key_value <= 4'd2; key_pressed <= 1; end
                        8'b1101_1101: begin key_value <= 4'd5; key_pressed <= 1; end
                        8'b1101_1011: begin key_value <= 4'd8; key_pressed <= 1; end
                        8'b1101_0111: begin key_value <= 4'd0; key_pressed <= 1; end
                        8'b1011_1110: begin key_value <= 4'd3; key_pressed <= 1; end
                        8'b1011_1101: begin key_value <= 4'd6; key_pressed <= 1; end
                        8'b1011_1011: begin key_value <= 4'd9; key_pressed <= 1; end
                        8'b1011_0111: begin key_value <= 4'hF; key_pressed <= 1; end
                        8'b0111_1110: begin key_value <= 4'hA; key_pressed <= 1; end
                        8'b0111_1101: begin key_value <= 4'hB; key_pressed <= 1; end
                        8'b0111_1011: begin key_value <= 4'hC; key_pressed <= 1; end
                        8'b0111_0111: begin key_value <= 4'hD; key_pressed <= 1; end
                        default: key_pressed <= 0;
                    endcase
                    if (key_pressed) begin
                        key_ready <= 0;
                        debounce_timer <= 0;
                    end
                end
            end else begin
                debounce_timer <= debounce_timer + 1;
                if (debounce_timer >= 16'd1000) begin
                    key_ready <= 1;
                end
            end
            prev_rows <= ROWS;
        end
    end
    reg [6:0] operand1 = 0;
    reg [6:0] operand2 = 0;
    reg [2:0] operation = 0;
    reg [7:0] result = 0;
    reg calculation_done = 0;
    reg display_result = 0;
    reg input_first_operand = 1;
    reg [1:0] digit_count = 0;
    reg [3:0] display_digit1 = 0;
    reg [3:0] display_digit0 = 0;
    reg [25:0] input_delay_counter = 0;
    reg input_ready = 1;
    localparam OP_NONE = 3'd0;
    localparam OP_ADD  = 3'd1;
    localparam OP_SUB  = 3'd2;
    localparam OP_MUL  = 3'd3;
    localparam OP_DIV  = 3'd4;
    reg key_pressed_prev = 0;
    always @(posedge CLK or negedge RST_N) begin
        if (!RST_N) begin
            key_pressed_prev <= 0;
        end else begin
            key_pressed_prev <= key_pressed;
        end
    end
    wire key_rising_edge = key_pressed && !key_pressed_prev;
    always @(posedge CLK or negedge RST_N) begin
        if (!RST_N) begin
            operand1 <= 0;
            operand2 <= 0;
            operation <= OP_NONE;
            result <= 0;
            calculation_done <= 0;
            display_result <= 0;
            input_first_operand <= 1;
            digit_count <= 0;
            display_digit1 <= 0;
            display_digit0 <= 0;
            input_delay_counter <= 0;
            input_ready <= 1;
        end else begin
            if (!input_ready) begin
                input_delay_counter <= input_delay_counter + 1;
                if (input_delay_counter >= 26'd50_000_000) begin  
                    input_ready <= 1;
                    input_delay_counter <= 0;
                end
            end
            if (key_rising_edge && input_ready) begin
                LEDS[3:0] <= key_value;
                if (key_value == 4'hE) begin
                    operand1 <= 0;
                    operand2 <= 0;
                    operation <= OP_NONE;
                    result <= 0;
                    calculation_done <= 0;
                    display_result <= 0;
                    input_first_operand <= 1;
                    digit_count <= 0;
                    display_digit1 <= 0;
                    display_digit0 <= 0;
                    input_ready <= 1;
                end else if (!calculation_done) begin
                    input_ready <= 0;
                    if (key_value <= 4'd9) begin
                        if (input_first_operand) begin
                            case (digit_count)
                                2'd0: begin
                                    operand1 <= key_value;
                                    display_digit1 <= 0;
                                    display_digit0 <= key_value;
                                    digit_count <= 1;
                                end
                                2'd1: begin
                                    operand1 <= (operand1 * 7'd10) + key_value;
                                    display_digit1 <= operand1[3:0];
                                    display_digit0 <= key_value;
                                    digit_count <= 2;
                                end
                                default: begin
                                    operand1 <= key_value;
                                    display_digit1 <= 0;
                                    display_digit0 <= key_value;
                                    digit_count <= 1;
                                end
                            endcase
                        end else begin
                            case (digit_count)
                                2'd0: begin
                                    operand2 <= key_value;
                                    display_digit1 <= 0;
                                    display_digit0 <= key_value;
                                    digit_count <= 1;
                                end
                                2'd1: begin
                                    operand2 <= (operand2 * 7'd10) + key_value;
                                    display_digit1 <= operand2[3:0];
                                    display_digit0 <= key_value;
                                    digit_count <= 2;
                                end
                                default: begin
                                    operand2 <= key_value;
                                    display_digit1 <= 0;
                                    display_digit0 <= key_value;
                                    digit_count <= 1;
                                end
                            endcase
                        end
                    end else if (key_value >= 4'hA && key_value <= 4'hD) begin
                        case (key_value)
                            4'hA: operation <= OP_ADD;
                            4'hB: operation <= OP_SUB;
                            4'hC: operation <= OP_MUL;
                            4'hD: operation <= OP_DIV;
                        endcase
                        display_result <= 0;
                        input_first_operand <= 0;
                        digit_count <= 0;
                    end else if (key_value == 4'hF) begin
                        calculation_done <= 1;
                        display_result = 1;
                        case (operation)
                            OP_ADD: result <= operand1 + operand2;
                            OP_SUB: result <= (operand1 >= operand2) ? (operand1 - operand2) : 0;
                            OP_MUL: result <= operand1 * operand2;
                            OP_DIV: result <= (operand2 != 0) ? (operand1 / operand2) : 8'hEE;
                            default: result <= 0;
                        endcase
                    end
                end
            end
        end
    end
    function [6:0] bcd2seg7;
        input [3:0] bcd;
        begin
            case (bcd)
                4'd0: bcd2seg7 = 7'b1000000;
                4'd1: bcd2seg7 = 7'b1111001;
                4'd2: bcd2seg7 = 7'b0100100;
                4'd3: bcd2seg7 = 7'b0110000;
                4'd4: bcd2seg7 = 7'b0011001;
                4'd5: bcd2seg7 = 7'b0010010;
                4'd6: bcd2seg7 = 7'b0000010;
                4'd7: bcd2seg7 = 7'b1111000;
                4'd8: bcd2seg7 = 7'b0000000;
                4'd9: bcd2seg7 = 7'b0010000;
                4'hA: bcd2seg7 = 7'b0001000;
                4'hB: bcd2seg7 = 7'b0000011;
                4'hC: bcd2seg7 = 7'b1000110;
                4'hD: bcd2seg7 = 7'b0100001;
                4'hE: bcd2seg7 = 7'b0000110;
                4'hF: bcd2seg7 = 7'b0001110;
                default: bcd2seg7 = 7'b1111111;
            endcase
        end
    endfunction
    function [3:0] get_tens_digit;
        input [6:0] number;
        begin
            if (number >= 90) get_tens_digit = 4'd9;
            else if (number >= 80) get_tens_digit = 4'd8;
            else if (number >= 70) get_tens_digit = 4'd7;
            else if (number >= 60) get_tens_digit = 4'd6;
            else if (number >= 50) get_tens_digit = 4'd5;
            else if (number >= 40) get_tens_digit = 4'd4;
            else if (number >= 30) get_tens_digit = 4'd3;
            else if (number >= 20) get_tens_digit = 4'd2;
            else if (number >= 10) get_tens_digit = 4'd1;
            else get_tens_digit = 4'd0;
        end
    endfunction
    function [3:0] get_units_digit;
        input [6:0] number;
        begin
            get_units_digit = number - (get_tens_digit(number) * 10);
        end
    endfunction
    reg [3:0] op_display;
    always @(*) begin
        case (operation)
            OP_ADD: op_display = 4'hA;
            OP_SUB: op_display = 4'hB;
            OP_MUL: op_display = 4'hC;
            OP_DIV: op_display = 4'hD;
            default: op_display = 4'hF;
        endcase
        if (display_result) begin
            if (result == 8'hEE && operation == OP_DIV) begin
                HEX0 = {1'b1, bcd2seg7(4'hE)};
                HEX1 = {1'b1, bcd2seg7(4'hE)};
            end else begin
                HEX0 = {1'b1, bcd2seg7(get_units_digit(result[6:0]))};
                HEX1 = {1'b1, bcd2seg7(get_tens_digit(result[6:0]))};
            end
            HEX2 = {1'b1, bcd2seg7(op_display)};
        end else begin
            HEX0 = {1'b1, bcd2seg7(display_digit0)};
            if (digit_count == 2'd2) begin
                HEX1 = {1'b1, bcd2seg7(display_digit1)};
            end else begin
                HEX1 = 8'b11111111;
            end
            if (operation != OP_NONE) begin
                HEX2 = {1'b1, bcd2seg7(op_display)};
            end else begin
                HEX2 = 8'b11111111;
            end
        end
        LEDS[9] = calculation_done;
        LEDS[8] = (operation != OP_NONE);
        LEDS[7] = input_first_operand;
        LEDS[6:5] = digit_count;
        LEDS[4] = input_ready;
        DBG[3:0] = operand1[3:0];
        DBG[7:4] = {operation, calculation_done};
    end
endmodule
==> out/summary.txt <==
P_leak: 5.44 nW
H-tree depth: 4
Vias: 9522
Yosys warns: 1
Root buffer cell: clkbuf_16
GR Util All Layers: 15.6%
Syn Inst Count: 1319
DR pass1 iterations: 6
RSZ-0062 raised after global routing: no
Initial antenna violation count: 0
Registers, synthesis: 119
Grt ovf: 0
Antenna Violating Nets Remaining: 0
Core area: 0.0365 mm2
CTS tree: built
Number of distinct library cells after synthesis: 84
Mapped Avg Cell Area: 8.41 um2
Global-route met2 utilization: 23.9%
Max-slew violations: 0
Row count: 70
CTS buffer count: 17
Die height: 194 um
Ys cells: 1319
Post-DP HPWL: 21.1 mm
Final Hold Fails: 0
Clock Skew: 0.0101 ns
Critical path's slowest cell: or4_4
Antenna Cells: 0
Latency at later pin: 0.42 ns
Setup TNS: 0 ns
Chip Area: 0.0378 mm2
PD cells: 103 mW/mm2
Met1 usage: 23.1%
Vias in the first global route: 8938
Crit Path Class: reg2reg
Synth Seq Share: 27.2%
CTS max path bufs: 2
Slew @ Worst Pin: 0.785 ns
Setup-failing EPs final: 0
Fp_density: 30.4%
PortBufs: 48
Grt peak-use layer: met2
Mapped cell area: 0.0111 mm2
Drt via density: 5.18
1st-iter DRT viols: 574
Clock Sinks: 119
Critical path endpoint category: register
Commonest flop: dfrtp_1
Async SR Flop Fraction: 96.6%
Max-capacitance violation count: 0
Worst Path Max Fanout: 5
Post-synth EDFFs: 4
Pin count of the biggest net entering global routing: 53
Hold WS: 0.434 ns
Total power: 1.32 mW
Hold Path Class: reg2reg
First-pass GRT wire length: 46.9 mm
Cell repeated most along the worst path: ha_1
Drc violations: 0
Crit-path max cell delay: 0.59 ns
Crit path DRT: 9.79 ns
Reg clk slew, reported paths: 0.06 ns
Post-route minimum period: 8.98 ns
Max rail drop VDD: 0.0000694 V
WL final: 28.5 mm
Top Ports: 52
DR WL/cell: 15.5 um
Status: finished clean
Global Route met3 Usage: 3.64%
Worst slew margin: 47.2%
WP data arrival: 9.27 ns
GP Congestion: 0.936
Type of origin of the critical path: register
Share of cells above drive strength 1: 10.8%
Yosys stat area: 0.0111 mm2
Max Clk Rate: 0.111 GHz
Die X-Extent: 194 um
Period utilization: 94.6%
Tool Warnings: 61
Layout area overhead: 15.7%
==> per-stage QoR <==
step	cell area, um2	std cells	worst slack (ns)	util [%]
6_report	12800	1837	0.516	35.2
5_1_grt	12800	1837	0.0113	35.2
4_1_cts	12600	1831	0.0648	34.6
3_5_place_dp	12100	1799	0.00226	33.1
3_3_place_gp	12100	1799	0.161	33.1
2_1_floorplan	11100	1321	0.0532	-
==> cells by family after synthesis <==
family | synth area share [%]
xor gates and xnor gates | 5.65
and+or+nand+nor | 20.5
adders and majority gates | 16.1
muxes | 5.25
buffers and inverters | 5.92
DFF | 27.2
AOI/OAI and AO/OA | 19.3
other | 0.0677
==> cell usage after synthesis (6+ instances only) <==
library cell  count  area share (%)
a211oi_1         15             1.0
a21o_1           24             1.6
a21oi_1          69             3.1
a31oi_1          11            0.62
and2_1            8            0.45
and3_1           11            0.62
buf_2             6            0.27
buf_4            11            0.74
clkbuf_1         51             1.7
dfrtp_1         101              23
dfstp_2          14             3.3
fa_1             19             3.4
ha_1            112              13
inv_1            86             2.9
mux2_2           22             2.2
mux2i_1          29             2.6
nand2_1         121             4.1
nand2b_1         28             1.6
nand3_1          31             1.4
nand4_1          21             1.2
nor2_1          112             3.8
nor2b_1          20             1.1
nor3_1           36             1.6
nor3b_1           8            0.54
nor4_1            8            0.45
o211ai_1          9            0.61
o21a_1           25             1.7
o21ai_0          74             3.3
o21ai_1           6            0.27
o22ai_1          14            0.79
o31ai_1          26             1.8
or2_2             6            0.34
or3_1            12            0.68
xnor2_1          44             3.5
xor2_1           25             2.0
==> worst paths after layout <==
check	startpoint	to	slack (ns)	cells after the start
worst min register to register	key_pressed	key_pressed_prev	0.43	0
worst max-delay path	operand2[3]	result[0]	0.52	41
max in group asynchronous	RST_N	key_pressed_prev	6.49	3
worst max register to register	operand2[3]	result[0]	0.52	41
min in group asynchronous	RST_N	clk_cnt[4]	1.36	1
worst min-delay path	key_pressed	key_pressed_prev	0.43	0
==> metal layers <==
layer,vias to the layer above,routed length [um]
li1,4788,-
met1,4495,13600
met2,211,12800
met3,28,1690
met4,0,469
met5,-,0
==> critical path: cells and delay by family, from the launching register on <==
kind                     cells  cell delay, ns
multiplexers                 2            0.65
buffers and inverters        3            0.44
AND/OR/NAND/NOR             11            2.27
adder cells (fa/ha/maj)      6            1.91
flip-flops                   1            0.38
AND-OR/OR-AND               19            3.22
==> state kept, by name, summed over array words and instances (netlist names) <==
signal and cells:
key_pressed_prev 1, input_delay_counter 26, key_ready 1, input_first_operand 1, clk_en 1, key_pressed 1
LEDS 4, operand1 7, prev_rows 4, col_index 2, operation 3, display_result 1
calculation_done 1, operand2 7, COLS 4, display_digit1 4, input_ready 1, display_digit0 4
digit_count 2, clk_cnt 16, debounce_timer 16, key_value 4, result 8
==> report_power, final <==
group	switching [mW]	internal (mW)
sequential	0	0.509
combinational	0.116	0.104
clock	0.251	0.339
total	0.368	0.952
==> cells in the final DEF (no fill, tap or decap), types with 24 or more instances in the layout <==
cell	count
nand2b_1	28
ha_1	111
nor2_1	110
nand2_1	121
a21o_1	24
dfrtp_1	101
xor2_1	25
buf_4	37
mux2i_1	26
nand3_1	30
clkdlybuf4s50_1	47
a21oi_1	68
xnor2_1	44
nor3_1	36
o31ai_1	26
o21ai_0	71
inv_1	86
o21a_1	24
==> final cells by class <==
cell class	count	area, um2
clock buffers	18	429
clock inverters	14	115
fillers	3621	23700
inverters	89	334
multi-input cells	1043	7590
flip-flops and latches	119	3020
well taps	468	586
repair buffers	86	771
==> repair_timing <==
action / 4_1_cts / 5_1_grt
buffers inserted: 0 / 4
resized: 1 / 30
cloned: 0 / 2
pin swaps: 0 / 9
hold buffers: 0 / 0
endpoints found under the setup margin: 1 / 1
No activity file was given, so power comes from the tool's default toggle rates.
